## /design/flow/design.v

```verilog
`timescale 10ms / 1ms
module stepper_motor( clk, direction, q);
 input clk;
 input [1:0] direction;
 output [3:0] q;
 reg [3:0]q=4'h3;
 reg [1:0]state=0; 
 always@(posedge clk)
 begin
	if(direction==2'b01 | direction==2'b10)
	begin
		case(state)
			2'd0: begin
			if(direction==2'b01)
				q=4'h3;
			else
				q=4'h6;
			end
		2'd1: begin
			if(direction==2'b01)
				q= 4'h9;
			else
				q=4'hC;
			end
		2'd2: begin
			if(direction==2'b01)
				q=4'hC;
			else
				q=4'h9;
			end
		2'd3: begin
			if(direction==2'b01)
				q=4'h6;
			else
				q=4'h3;
			end
		endcase
		state=state+1;
	end
	else if(direction==2'b11)
	begin
		q=q;
	end
 end
endmodule
```

## /design/flow/run.sh

```bash
#!/bin/bash
# OpenROAD 26Q1-2900-gdf79404cd8, Yosys 0.63+post, stock flow scripts
make -C /OpenROAD-flow-scripts/flow DESIGN_CONFIG=/design/flow/config.mk WORK_HOME=/design/flow/orfs finish
```

## /design/flow/config.mk

```make
export PLATFORM = sky130hd
export DESIGN_NAME = stepper_motor
export DESIGN_NICKNAME = stepper_motor
export VERILOG_FILES = /design/flow/design.v
export SDC_FILE = /design/flow/constraint.sdc
export NUM_CORES = 4
export LEC_CHECK = 1
export CORE_AREA = 10 10 70 70
export DIE_AREA = 0 0 80 80
```

## /design/flow/constraint.sdc

```tcl
current_design stepper_motor

set clk_period 1.5
set clk_io_pct 0.2

create_clock -name clk0 -period $clk_period [get_ports {clk}]

set non_clock_inputs [all_inputs -no_clocks]
set_input_delay [expr $clk_period * $clk_io_pct] -clock clk0 $non_clock_inputs
set_output_delay [expr $clk_period * $clk_io_pct] -clock clk0 [all_outputs]
```

==> deck_impl_summary.md <==
Run Summary

Die
  – Die Wd: approximately 80 um
  – Chip footprint: 0.00640 mm2
  – Die height: 80 um
  – # IOs: 7
  – Core Box Area: around 0.0034 mm2
  – Row Count: 21
  – Starting density of the core: around 9%

CTS
  – Clk latency late pin: about 0.24 ns
  – CTS tree: done
  – Worst-path clk slew: 0.04 ns
  – Max clock buf depth: 2
  – Post-CTS Resized: 0
  – Clock tree sinks: 5
  – Root Driver: clkbuf_4
  – H-tree depth: 1
  – Hold buffer count at cts: 0
  – Total CTS buffers: 3
  – Setup bufs post-CTS: 0

Final timing
  – Final hold vios: 0
  – Worst relative slew slack: slightly below 90%
  – Fmax: roughly 0.72 GHz
  – Final setup viols: 0
  – Hold Slack: approximately 0.65 ns
  – Tcrit/Tclk final: 92.4%
  – Worst-Margin Slew: between 0.15 and 0.2 ns
  – Final Skew: 0.00267 ns
  – Crit path time final: ~1.4 ns
  – Pins Over Slew Limit: 0
  – Unrepaired setup endpoints after global routing: no

Logic synthesis
  – Avg Synthesized Cell Area: approximately 12 um2
  – Flops out of synthesis: 5
  – Synth warn: 1
  – Count leader, synth: ha_1
  – Synth unique cells: 10
  – Post-synth top cells: ha_1 (6), edfxtp_1 (5), inv_1 (5)
  – Synthesis area per yosys: between 300 and 400 um2
  – Synth top area share: between 40% and 50%
  – EDFF count, synth: 5
  – Synthesized cell area: roughly 300 um2
  – Top cells by area: edfxtp_1 (50%), ha_1 (25%), inv_1 (6.2%), nor2b_1 (4.1%), a21oi_1 (3.3%)
  – Seq share, synth: 49.8%
  – Largest area contributor in the netlist: edfxtp_1
  – Ys cells: 25
  – Syn Inst Count: 25
  – Main flop type: edfxtp_1
  – Post-synth ARST share: 0%

Placed design
  – HPWL after detailed placement: between 300 and 400 um
  – IO Port Bufs: 6
  – Routability cong.: 0.822

Pwr
  – Leakage: 0.192 nW
  – Worst vdd ir: around 0.17 mV
  – PwrDens: 1040 mW/mm2

GRT
  – First-pass GRT wire length: 828 um
  – Largest net degree at the start of global routing: 6
  – Vias in the first global route: ~220
  – Initial antenna violation count: 0
  – Total gr overflow: 0
  – GRT Total Usage: 1.54%

Route
  – Ant. Diodes: 0
  – DRT Pass-1 Iters: 4
  – Routed Antenna Nets: 0
  – Drt total wl: ~500 um
  – Vias per Instance: 2.47
  – Detailed-route via count: roughly 200
  – WL per Instance: 6.04 um
  – Drt drc: 0
  – Violation count after the first detailed-route iteration: 7

Setup path
  – Worst endpoint required time: 1.48 ns
  – CP Capture Type: register
  – Worst-path fanout max: 3
  – CP Class: register to register
  – CP arrival: approximately 1.4 ns
  – Startpoint types: register

Final layout
  – Layout cell share with drive strength beyond 1: between 10 and 15%
  – Final Util: a little over an eighth
  – Area Growth Syn to Fin: 48.5%

Run
  – Max-Cap Viols: 0
  – Stage-log warning count: 29

Outcome
  – Status: complete, no violations

Min path
  – HP Class: register to register
[per-layer routing]
layer	up-vias	global-route usage [%]	share of wire [%]
li1	102	-	-
met1	87	1.42	41
met2	11	2.81	46
met3	0	0.682	13
met4	0	0.704	0
met5	-	0	0
[power by group]
part / leakage [nW] / switching [mW] / internal, mW
combinational: 0.128 / 0.0438 / 0.0679
clock: 0.0150 / 0.0516 / 0.100
sequential: 0.0492 / 0.0122 / 0.192
[worst paths after layout]
check	startpoint	endpoint	slack, ns	cells after the start
hold reg to reg	state[0]	state[0]	0.65	1
hold / removal	state[0]	state[0]	0.65	1
setup / recovery	state[0]	q[2]	0.11	4
setup reg to reg	state[0]	q[2]	0.11	4
[area by class of cell]
type	count	area, um2
fillers	391	2970
flip-flops and latches	5	150
multi-input cells	14	125
repair buffers	7	70.1
well taps	46	57.6
clock buffers	4	26.3
inverters	5	18.8
[metrics by stage]
stage / TNS, ns / instances / area, um2 / setup slack (ns) / power [mW]
floorplan: 0 / 25 / 302 / 0.202 / 0.262
global placement: -0.503 / 77 / 419 / -0.128 / 0.318
detailed placement: -0.519 / 77 / 419 / -0.127 / 0.320
CTS: 0 / 81 / 445 / 0.0511 / 0.479
global route: 0 / 81 / 448 / 0.0712 / 0.502
finish: 0 / 81 / 448 / 0.114 / 0.468
[critical path: stages (launching register included)]
cell,delay [ns]
edfxtp_1,0.38
inv_1,0.09
ha_1,0.22
o21a_1,0.17
o31a_1,0.27
[sequential cells by signal, summed over array words and instances, names as in the netlist]
register	count
q	4
state	1
[cell usage in the layout (no fill, tap or decap)]
cell type / n
ha_1: 6
inv_1: 5
clkbuf_4: 3
edfxtp_1: 5
a21oi_1: 2
clkdlybuf4s50_1: 5
dlymetal6s2s_1: 1
o31a_1: 1
nand2_1: 1
nor2b_1: 2
o21a_1: 1
clkbuf_1: 1
buf_4: 1
o21bai_1: 1
[cell families after synthesis]
logic type               Yosys count  synth area share, %
adder cells (fa/ha/maj)            6                 24.9
AND/OR/NAND/NOR                    3                 5.39
AND-OR/OR-AND                      5                 11.2
flip-flops                         5                 49.8
buffers and inverters              6                 8.72
Power is estimated from default activity; no workload was simulated.
